File: flow/run.sh
#!/bin/bash
# OpenROAD 26Q1-2900-gdf79404cd8, Yosys 0.63+post, stock flow scripts
make -C /OpenROAD-flow-scripts/flow DESIGN_CONFIG=/design/flow/config.mk WORK_HOME=/design/flow/orfs finish
File: flow/config.mk
export PLATFORM = sky130hd
export DESIGN_NAME = SHA1_hash
export DESIGN_NICKNAME = SHA1_hash
export VERILOG_FILES = /design/flow/design.v
export SDC_FILE = /design/flow/constraint.sdc
export NUM_CORES = 4
export LEC_CHECK = 1
export CORE_UTILIZATION = 50
File: flow/constraint.sdc
current_design SHA1_hash

set clk_period 42.8
set clk_io_pct 0.2

create_clock -name clk0 -period $clk_period [get_ports {clk}]

set non_clock_inputs [all_inputs -no_clocks]
set_input_delay [expr $clk_period * $clk_io_pct] -clock clk0 $non_clock_inputs
set_output_delay [expr $clk_period * $clk_io_pct] -clock clk0 [all_outputs]
File: flow/design.v
module SHA1_hash (
	clk,
	nreset,
	start_hash,
	message_addr,
	message_size,
	hash,
	done,
	port_A_clk,
   port_A_data_in,
   port_A_data_out,
   port_A_addr,
   port_A_we
	);
input  clk;
input  nreset;
input  start_hash;
input  [31:0] message_addr;
input  [31:0] message_size;
output [159:0] hash;
input  [31:0] port_A_data_out;
output [31:0] port_A_data_in;
output [15:0] port_A_addr;
output port_A_clk;
output port_A_we;
output done;  
function [31:0] changeEndian;
		input [31:0] value;
		changeEndian = { value[7:0], value[15:8], value[23:16], value[31:24]};
endfunction
function [31:0] leftCircleShift;
	input [31:0] value;
	input [31:0] shiftAmount;
	leftCircleShift = (value << shiftAmount) | (value >> (32 - shiftAmount));
endfunction
reg [1:0] STATE;
parameter s_set = 0,
			s_compute = 1,
			s_post = 2,
			s_done = 3;
reg [1:0] READ_STATE;
parameter s_msg = 0,
			s_one = 1,
			s_zero = 2,
			s_length = 3;
reg [1:0] T_STATE;
parameter s_0 = 0,
			s_1 = 1,
			s_2 = 2,
			s_3 = 3;
integer i;
reg [6:0]  t;
reg [15:0] read_addr;
reg [31:0] amount_read;
reg [31:0] W[0:15];
reg [31:0] A, B, C, D, E, F, K, P;
wire [31:0]	word_in, total_length;
wire [15:0]	read_addr_n;
reg [159:0] hash;
reg done;
assign port_A_we = 0;
assign port_A_addr = read_addr;
assign port_A_clk = clk;
assign total_length = (message_size * 8) + 1 + 512 - (((8 * message_size) + 65) % 512) + 64;
assign read_addr_n = read_addr + 4;
assign word_in = changeEndian(port_A_data_out);
always@(posedge clk or negedge nreset)
begin
	if(!nreset) begin
		STATE <= s_set;
		T_STATE <= s_0;
		READ_STATE <= s_msg;
		done <= 0;
		hash <= 0;
	end
	else begin
		case(STATE)
			s_set:
			begin
				if(start_hash) begin
					STATE <= s_compute;
					read_addr <= message_addr[15:0];
					amount_read <= 0;
					t <= 0;
					hash[159:128] <= 32'h67452301;
					hash[127:96]  <= 32'hefcdab89;
					hash[95:64]   <= 32'h98badcfe;
					hash[63:32]   <= 32'h10325476;
					hash[31:0]    <= 32'hc3d2e1f0;
					A <= 32'h67452301;
					B <= 32'hefcdab89;
					C <= 32'h98badcfe;
					D <= 32'h10325476;
					E <= 32'hc3d2e1f0;
					F <= (32'hefcdab89 & 32'h98badcfe) ^ (~32'hefcdab89 & 32'h10325476);
					P <= leftCircleShift( 32'hefcdab89, 30);
					K <= 32'h5a827999;
				end
			end
			s_compute:
			begin
				t <= t + 1;
				if(t < 16)
				begin
					read_addr <= read_addr + 4;
					amount_read <= amount_read+32;
				end
				if(t < 17)
				begin
					case(READ_STATE)
						s_msg:
						begin
							W[15] <= word_in;								 
							if((message_size  < (amount_read + 32)/8)) READ_STATE <= s_one;
						end
						s_one:
						begin
							case(message_size % 4)           
							0: W[15] <= 32'h80000000;
							1: W[15] <= word_in & 32'hFF000000 | 32'h00800000;
							2: W[15] <= word_in & 32'hFFFF0000 | 32'h00008000;
							3: W[15] <= word_in & 32'hFFFFFF00 | 32'h00000080;
							endcase
							READ_STATE <= s_zero;
						end
						s_zero:
						begin
							W[15] <= 32'h00000000;           
							if(amount_read == total_length-32) READ_STATE <= s_length;
						end
						s_length:
						begin
							W[15] <= (message_size * 8);		 
						end
					endcase
				end
				else
				begin
					W[15] <= leftCircleShift((W[13] ^ W[8] ^ W[2] ^ W[0]), 1);
				end
				for(i = 0; i < 15; i=i+1)
				begin
					W[i] <= W[i+1];
				end
				if(t > 1)
				begin
					case(T_STATE)
						s_0:
						begin
							K <= 32'h5a827999;
							F <= (A & P) ^ (~A & C);
							if(t == 20) begin T_STATE <= s_1; end
						end
						s_1:
						begin
							K <= 32'h6ed9eba1;
							F <= A ^ P ^ C;
							if(t == 40) begin T_STATE <= s_2; end
						end
						s_2:
						begin
							K <= 32'h8f1bbcdc;
							F <= (A & P) ^ (A & C) ^ (P & C);
							if(t == 60) begin T_STATE <= s_3; end
						end
						s_3:
						begin
							K <= 32'hca62c1d6;
							F <=  A ^ P ^ C;
							if(t == 81) begin T_STATE <= s_0; end
						end
					endcase
					A <= ((A << 5) | (A >> 27)) + F + W[15] + K + E;
					B <= A;
					C <= P;
					D <= C;
					E <= D;
					P <= leftCircleShift(A, 30);
					if(t == 81)
					begin
						STATE <= s_post;
					end
				end
			end
			s_post:
			begin
				t <= 0;
				hash[159:128] <= hash[159:128] + A;
				hash[127:96]  <= hash[127:96]  + B;
				hash[95:64]   <= hash[95:64]   + C;
				hash[63:32]   <= hash[63:32]   + D;
				hash[31:0]    <= hash[31:0]    + E;
				A <= hash[159:128] + A;
				B <= hash[127:96]  + B;
				C <= hash[95:64]   + C;
				D <= hash[63:32]   + D;
				E <= hash[31:0]    + E;
				F <= ((hash[127:96] + B) & (hash[95:64] + C)) ^ (~(hash[127:96] + B) & (hash[63:32] + D));
				P <= leftCircleShift((hash[127:96] + B), 30);
				K <= 32'h5a827999;
				if(amount_read >= total_length)
				begin
					STATE <= s_done;
				end
				else
				begin
					STATE <= s_compute;
				end
			end
			s_done:
			begin
				done <= 1;
			end
		endcase
	end
end
endmodule
==> Slide: Implementation Results <==
Physical Implementation Snapshot

Logic synthesis
  • Post-synth EDFFs: 767
  • Post-synth top area share: 45.73%
  • Post-Synth XOR/XNOR Area: 6.141%
  • Main synth FF type: edfxtp_1
  • Post-Syn Area: 0.05037 mm2
  • Synth Area in Simple Gates: 9.134%
  • Synth cell types: 97
  • Adder share: 11.85%
  • Mux share: 1.289%
  • Synthesized chip area reported by yosys: 0.05037 mm2
  • FF+latch count, synth: 940
  • Post-Syn Area per Cell: 12.20 um2
  • Largest area contributor in the netlist: edfxtp_1
  • Most frequent cell after synthesis: edfxtp_1
  • Top cells by count: 767 x edfxtp_1, 429 x nand2_1, 302 x a21oi_1
  • Comb area leader: AND-OR/OR-AND gates
  • Mapped Cells: 4127
  • Synthesis warning total: 34
  • Area fraction in compound gates: 14.97%
  • Ys cells: 4127
  • Post-synth seq share: 54.33%
  • Top cells by area: edfxtp_1 46%, dfrtp_1 8.4%, ha_1 6.9%
  • Post-synth ARST share: 18.40%

Setup path
  • Arrival time worst endpoint: 22030 ps
  • CP max FO: 2
  • Critical path type: clock port to output port
  • CP Capture Type: output port
  • CP Data Required Time: 34240 ps
  • Critical path launch point type: clock port

Floorplanning
  • Row cnt: 116
  • Die area: 0.1020 mm2
  • Die height: 319.4 um
  • Width of the chip: 319.4 um
  • Area of the core: 0.1000 mm2
  • Starting density of the core: 50.37%
  • I/O Pins: 310

Placed design
  • GP Congestion: 0.9750
  • PortBufs: 260
  • Final HPWL DP: 106200 um

Detailed routing
  • Post-DRT Antenna Nets: 0
  • Final Routed Wirelength: 144800 um
  • Post-detailed-route wirelength per cell: 25.00 um
  • Avg Vias per Cell: 5.850
  • Detailed router's first-iteration violation count: 2298
  • Detailed-route via count: 33874
  • Ant. Diodes: 0
  • Residual DRC: 0
  • DRT Pass-1 Iters: 5

Power
  • Max rail drop VDD: 0.03848 mV
  • Static Leak: 0.02122 uW
  • Final Power: 3468 uW
  • PwrDens: 60.00 mW/mm2

Final timing
  • Setup_tns: 0 ps
  • RSZ-0062 raised after global routing: no
  • Worst-margin pin slew: 971.6 ps
  • # setup viols final: 0
  • Clock skew: 36.85 ps
  • Slew HR: 33.55%
  • Slew Limit Fails: 0
  • Final hold vios: 0

Clock network
  • CTS hold repair buffers: 0
  • CTS tree: done
  • Post-CTS resize count: 0
  • Worst skew pair latency: 810 ps
  • Worst-path clk slew: 60 ps
  • Setup repair bufs after CTS: 0

Hold path
  • HP Class: flip-flop to flip-flop

Job
  • Number of max-cap violations: 0
  • Tool warnings: 52

Run status
  • Status: finished clean

Layout
  • Layout area overhead: 14.78%
  • Filler instances: 8046
  • Layout cell share with drive strength beyond 1: 6.322%

Global routing
  • Initial antenna violation count: 3
  • First-pass GRT wire length: 215100 um
  • Met2 Use GR: 44.62%
  • Number of global-route vias before repair: 33224
  • Most crowded layer after global routing: met1
  • Met3 GRT Util: 12.11%
  • Total Routing Usage GR: 31.13%
  • GR Util met1: 47.88%
  • Grt ovf: 0
  • Largest net degree at the start of global routing: 140
sequential cells by signal (all words and copies together) (netlist names):
register and count:
STATE 4, E 32, A 32, amount_read 27, hash 160, done 1
D 32, T_STATE 4, B 1, t 7, C 32, F 32
read_addr 16, W 512, K 13, READ_STATE 4, P 31
cells by family (layout without fill, tap and decap cells):
logic type,after synthesis,count (layout)
AOI/OAI and AO/OA,1113,1113
and+or+nand+nor,988,988
DFF,940,940
adders and majority gates,402,402
xor gates and xnor gates,350,350
buffers and inverters,269,602
muxes,64,64
other,1,33
critical path: stages:
cell,delay [ps]
clkbuf_16,120
clkbuf_16,120
clkdlybuf4s50_1,380
metal layers:
layer,vias to the layer above,wire (um),share of wire [%]
met2,1160,65660,45
met1,16485,59510,41
met3,218,14550,10
met5,-,13,0.0090
met4,2,5045,3.5
li1,16009,-,-
layout by cell type, fill, tap and decap left out, types with 15 or more instances in the layout:
| master | instances |
|---|---|
| xor2_1 | 103 |
| xnor2_1 | 245 |
| nand2_1 | 427 |
| nand3_1 | 74 |
| fa_1 | 125 |
| nor2b_1 | 34 |
| or3_1 | 25 |
| conb_1 | 33 |
| dfrtp_1 | 168 |
| a22o_1 | 41 |
| o22a_1 | 69 |
| buf_4 | 55 |
| o21bai_1 | 21 |
| a31oi_1 | 22 |
| clkbuf_1 | 23 |
| inv_1 | 93 |
| clkdlybuf4s50_1 | 259 |
| a21oi_1 | 302 |
| and3_1 | 29 |
| or2_2 | 20 |
| o221ai_1 | 21 |
| clkbuf_16 | 104 |
| o21ai_0 | 196 |
| a221oi_1 | 53 |
| and2_1 | 22 |
| o21a_1 | 43 |
| o211ai_1 | 29 |
| nand2b_1 | 26 |
| clkinv_2 | 15 |
| clkinv_1 | 16 |
| nor3_1 | 55 |
| edfxtp_1 | 767 |
| a211o_1 | 15 |
| mux2i_1 | 57 |
| nand4_1 | 25 |
| ha_1 | 277 |
| a211oi_1 | 24 |
| nor2_1 | 185 |
| a21o_1 | 141 |
cell type report:
type,count,area [um2],area share [%]
Multi-Input combinational cell,2950,22020,38.09
Sequential cell,940,27370,47.35
Timing Repair Buffer,316,3049,5.275
Tap cell,1298,1624,2.809
Inverter,96,360.3,0.6233
Clock buffer,133,2768,4.788
Clock inverter,57,613.1,1.061
worst paths after layout:
path / cells past startpoint / startpoint / end / slack (ps)
min in group asynchronous: 1 / nreset / hash[28]$_DFFE_PN0P_ / 7650
worst max-delay path: 3 / clk / port_A_clk / 12210
worst max register to register: 19 / E[1]$_SDFFCE_PN0P_ / A[31]$_SDFFCE_PN0P_ / 36690
worst min register to register: 0 / W[7][8]$_DFFE_PP_ / W[6][8]$_DFFE_PP_ / 390
max in group asynchronous: 3 / nreset / hash[128]$_DFFE_PN0P_ / 33560
worst min-delay path: 0 / W[7][8]$_DFFE_PP_ / W[6][8]$_DFFE_PP_ / 390
stage by stage:
| stage | setup WS [ps] | hold WS, ps | util (%) | cell area (um2) | std cells |
|---|---|---|---|---|---|
| after floorplan | 12740 | 400.3 | - | 50490 | 4159 |
| after global placement | 12470 | 400.4 | 54.44 | 54440 | 5601 |
| after detailed placement | 12470 | 404.5 | 54.44 | 54440 | 5601 |
| after CTS | 12210 | 392.6 | 57.81 | 57810 | 5790 |
| after global routing | 12190 | 408.6 | 57.81 | 57810 | 5790 |
| final | 12210 | 389.8 | 57.81 | 57810 | 5790 |
power by group:
group / total (uW) / switching (uW) / leakage (uW) / internal, uW
sequential: 1280 / 136 / 0.00864 / 1150
combinational: 1300 / 727 / 0.0110 / 574
clock: 883 / 370 / 0.00163 / 513
total: 3470 / 1230 / 0.0212 / 2240
Power and IR drop assume default switching activity.
